--- flow/config.mk ---
export PLATFORM = sky130hd
export DESIGN_NAME = flashNavigator
export DESIGN_NICKNAME = flashNavigator
export VERILOG_FILES = /design/flow/design.v
export SDC_FILE = /design/flow/constraint.sdc
export NUM_CORES = 4
export LEC_CHECK = 1
export CORE_UTILIZATION = 40
--- flow/constraint.sdc ---
current_design flashNavigator

set clk_period 19.3
set clk_io_pct 0.2

create_clock -name clk0 -period $clk_period [get_ports {clk}]

set non_clock_inputs [all_inputs -no_clocks]
set_input_delay [expr $clk_period * $clk_io_pct] -clock clk0 $non_clock_inputs
set_output_delay [expr $clk_period * $clk_io_pct] -clock clk0 [all_outputs]
--- flow/design.v ---
`default_nettype none
module toHex(
    input clk,
    input [3:0] value,
    output reg [7:0] hexChar = "0"
);
    always @(posedge clk) begin
        hexChar <= (value <= 4'd9) ? 8'd48 + {4'd0, value} : 8'd55 + {4'd0, value};
    end
endmodule
module flashNavigator
#(
  parameter STARTUP_WAIT = 32'd10000000
)
(
    input clk,
    output reg flashClk = 0,
    input flashMiso,
    output reg flashMosi = 0,
    output reg flashCs = 1,
    input [5:0] charAddress,
    output reg [7:0] charOutput = 0,
    input btn1,
    input btn2
);
  reg [23:0] readAddress = 0;
  reg [7:0] command = 8'h03;
  reg [7:0] currentByteOut = 0;
  reg [7:0] currentByteNum = 0;
  reg [255:0] dataIn = 0;
  reg [255:0] dataInBuffer = 0;
  localparam STATE_INIT_POWER = 8'd0;
  localparam STATE_LOAD_CMD_TO_SEND = 8'd1;
  localparam STATE_SEND = 8'd2;
  localparam STATE_LOAD_ADDRESS_TO_SEND = 8'd3;
  localparam STATE_READ_DATA = 8'd4;
  localparam STATE_DONE = 8'd5;
  reg [23:0] dataToSend = 0;
  reg [8:0] bitsToSend = 0;
  reg [32:0] counter = 0;
  reg [2:0] state = 0;
  reg [2:0] returnState = 0;
  reg dataReady = 0;
  always @(posedge clk) begin
    case (state)
      STATE_INIT_POWER: begin
        if (counter > STARTUP_WAIT && btn1 == 1 && btn2 == 1) begin
          state <= STATE_LOAD_CMD_TO_SEND;
          counter <= 32'b0;
          dataReady <= 0;
          currentByteNum <= 0;
          currentByteOut <= 0;
        end
        else
          counter <= counter + 1;
      end
      STATE_LOAD_CMD_TO_SEND: begin
          flashCs <= 0;
          dataToSend[23-:8] <= command;
          bitsToSend <= 8;
          state <= STATE_SEND;
          returnState <= STATE_LOAD_ADDRESS_TO_SEND;
      end
      STATE_SEND: begin
        if (counter == 32'd0) begin
          flashClk <= 0;
          flashMosi <= dataToSend[23];
          dataToSend <= {dataToSend[22:0],1'b0};
          bitsToSend <= bitsToSend - 1;
          counter <= 1;
        end
        else begin
          counter <= 32'd0;
          flashClk <= 1;
          if (bitsToSend == 0)
            state <= returnState;
        end
      end
      STATE_LOAD_ADDRESS_TO_SEND: begin
        dataToSend <= readAddress;
        bitsToSend <= 24;
        state <= STATE_SEND;
        returnState <= STATE_READ_DATA;
        currentByteNum <= 0;
      end
      STATE_READ_DATA: begin
        if (counter[0] == 1'd0) begin
          flashClk <= 0;
          counter <= counter + 1;
          if (counter[3:0] == 0 && counter > 0) begin
            dataIn[(currentByteNum << 3)+:8] <= currentByteOut;
            currentByteNum <= currentByteNum + 1;
            if (currentByteNum == 31)
              state <= STATE_DONE;
          end
        end
        else begin
          flashClk <= 1;
          currentByteOut <= {currentByteOut[6:0], flashMiso};
          counter <= counter + 1;
        end
      end
      STATE_DONE: begin
        dataReady <= 1;
        flashCs <= 1;
        dataInBuffer <= dataIn;
        counter <= STARTUP_WAIT;
        if (btn1 == 0) begin 
          readAddress <= readAddress + 24;
          state <= STATE_INIT_POWER;
        end
        else if (btn2 == 0) begin 
          readAddress <= readAddress - 24;
          state <= STATE_INIT_POWER;
        end
      end
    endcase
  end
  reg [7:0] chosenByte = 0;
  wire [7:0] hexChar;
  toHex hexConv(
    clk,
    readAddress[{(4'd13 - charAddress[3:0]), 2'd0}+:4],
    hexChar
  );
  always @(posedge clk) begin
    chosenByte <= dataInBuffer[(byteDisplayNumber << 3)+:8];
    if (charAddress[5:4] == 2'b11) begin
      case (charAddress[3:0])
        0: charOutput <= "A";
        1: charOutput <= "d";
        2: charOutput <= "d";
        3: charOutput <= "r";
        4: charOutput <= ":";
        6: charOutput <= "0";
        7: charOutput <= "x";
        8,9,10,11,12,13: charOutput <= hexChar;
        15: charOutput <= dataReady ? " " : "L";
        default: charOutput <= " ";
      endcase
    end
    else
      charOutput <= hexCharOutput;
  end
  wire [7:0] byteDisplayNumber;
  wire lowerBit;
  wire [7:0] hexCharOutput;
  wire [3:0] currentHexVal;
  assign byteDisplayNumber = charAddress[5:1];
  assign lowerBit = charAddress[0];
  assign currentHexVal = lowerBit ? chosenByte[3:0] : chosenByte[7:4];
  toHex hexConvert(
    clk,
    currentHexVal,
    hexCharOutput
  );
endmodule
--- flow/run.sh ---
#!/bin/bash
# OpenROAD 26Q1-2900-gdf79404cd8, Yosys 0.63+post, stock flow scripts
make -C /OpenROAD-flow-scripts/flow DESIGN_CONFIG=/design/flow/config.mk WORK_HOME=/design/flow/orfs finish
==> metrics.txt <==
# HELP chip_impl_metric Implementation results
# TYPE chip_impl_metric gauge
chip_impl_info{name="clock_tree.root_cell",value="sky130_fd_sc_hd__clkbuf_16"} 1
chip_impl_metric{name="power.leakage",unit="nW"} 8.44
chip_impl_metric{name="share_of_post_route_cells_with_drive_strength_above_1",unit="%"} 28.1
chip_impl_metric{name="worstSkewPairLatency",unit="ns"} 0.62
chip_impl_metric{name="htree_levels",unit=""} 3
chip_impl_metric{name="grt_first_pass_wirelength",unit="µm"} 88400
chip_impl_info{name="grt_setup_unrepaired",value="false"} 1
chip_impl_metric{name="number_of_antenna_violations_at_the_first_check_in_global_routing",unit=""} 1
chip_impl_metric{name="timing_worst_slew_pin_value",unit="ns"} 0.860
chip_impl_metric{name="synth-edff-count",unit=""} 621
chip_impl_metric{name="cts.repair.resized",unit=""} 0
chip_impl_metric{name="timing.final.setup_violations",unit=""} 0
chip_impl_metric{name="drt-vias-per-instance",unit=""} 5.36
chip_impl_metric{name="drt_first_iter_violations",unit=""} 932
chip_impl_info{name="setup.worst_path.start_class",value="primary input"} 1
chip_impl_metric{name="core-area",unit="µm²"} 70100
chip_impl_metric{name="dieHeight",unit="µm"} 269
chip_impl_metric{name="ctsLongestPathBuffers",unit=""} 3
chip_impl_metric{name="area_growth_syn_to_layout",unit="%"} 12.7
chip_impl_metric{name="crit_arrival",unit="ns"} 6.51
chip_impl_metric{name="sequential_share_of_the_synthesized_area",unit="%"} 67.6
chip_impl_metric{name="pin_count",unit=""} 21
chip_impl_metric{name="power.switching",unit="mW"} 0.595
chip_impl_metric{name="post-route-util",unit="%"} 45.7
chip_impl_metric{name="tool_warnings",unit=""} 34
chip_impl_metric{name="synth.yosys.chip_area",unit="µm²"} 28400
chip_impl_metric{name="netlist-cell-type-count",unit=""} 74
chip_impl_metric{name="mappedNetlistArea",unit="µm²"} 28400
chip_impl_metric{name="timing.max_cap.violations",unit=""} 0
chip_impl_metric{name="route.detailed.wl_per_inst",unit="µm"} 20.8
chip_impl_metric{name="timing.setup.tns",unit="ns"} 0
chip_impl_metric{name="starting_density_of_the_core",unit="%"} 40.5
chip_impl_metric{name="power_frac_clock",unit="%"} 46.4
chip_impl_metric{name="layout_skew",unit="ns"} 0.0405
chip_impl_info{name="cts_tree",value="yes"} 1
chip_impl_metric{name="via_count_of_the_first_global_routing_pass",unit=""} 15000
chip_impl_metric{name="cts_hold_buffers",unit=""} 0
chip_impl_metric{name="placementRows",unit=""} 97
chip_impl_metric{name="ys_async_sr_fraction",unit="%"} 0
chip_impl_metric{name="worstPathMaxFanout",unit=""} 23
chip_impl_metric{name="chipArea",unit="µm²"} 72200
chip_impl_metric{name="postSynthRegisterBits",unit=""} 650
chip_impl_metric{name="grt_start_max_net_pins",unit=""} 129
chip_impl_info{name="worst_setup_path_end_kind",value="register"} 1
chip_impl_metric{name="gr-total-overflow",unit=""} 0
chip_impl_info{name="status",value="completed"} 1
chip_impl_metric{name="seq_power_share",unit="%"} 51.3
chip_impl_metric{name="port-buffer-count",unit=""} 19
chip_impl_metric{name="sw_share",unit="%"} 20.0
chip_impl_metric{name="detail_route.first_pass.iterations",unit=""} 5
chip_impl_metric{name="antenna_cells",unit=""} 0
chip_impl_metric{name="synth_cells",unit=""} 1734
chip_impl_metric{name="slew_violations",unit=""} 0
chip_impl_metric{name="synth-cells-yosys",unit=""} 1734
chip_impl_metric{name="final-hold-violation-count",unit=""} 0
chip_impl_metric{name="post-cts-setup-buffers",unit=""} 0
chip_impl_metric{name="gp_congestion",unit=""} 0.851
chip_impl_metric{name="fillers",unit=""} 5960
chip_impl_metric{name="slew_headroom",unit="%"} 42.6
chip_impl_metric{name="drt_drc_violations_left",unit=""} 0
chip_impl_info{name="flop_cell",value="sky130_fd_sc_hd__edfxtp_1"} 1
chip_impl_metric{name="tritoncts_num_sinks",unit=""} 650
chip_impl_metric{name="power-per-cell-area",unit="nW/µm²"} 93.0
chip_impl_metric{name="maxClockFrequency",unit="MHz"} 163
chip_impl_metric{name="die-width",unit="µm"} 269
chip_impl_metric{name="place_hpwl",unit="µm"} 33800
chip_impl_metric{name="r2r.worst_path.cells",unit=""} 10
chip_impl_metric{name="combPwrFrac",unit="%"} 2.3
chip_impl_metric{name="route.vias.total",unit=""} 14800
chip_impl_metric{name="required",unit="ns"} 19.66
chip_impl_metric{name="totalWireLength",unit="µm"} 57600
chip_impl_info{name="hold_path.class",value="register to register"} 1
chip_impl_metric{name="vdd_ir_drop_max",unit="µV"} 70.5
chip_impl_metric{name="avgSynthCellArea",unit="µm²"} 16.4
chip_impl_info{name="criticalPathCategory",value="primary input to register"} 1
chip_impl_metric{name="worst_setup_hold_path_clk_slew",unit="ns"} 0.06
chip_impl_metric{name="p_int",unit="mW"} 2.38
chip_impl_metric{name="layout_min_cycle_time",unit="ns"} 6.15
chip_impl_metric{name="grt_use_total",unit="%"} 17.6
chip_impl_metric{name="numCtsBuffers",unit=""} 72
chip_impl_metric{name="min_period_over_period",unit="%"} 31.9
chip_impl_metric{name="ant_nets",unit=""} 0
chip_impl_metric{name="whs_path_depth",unit=""} 0
chip_impl_metric{name="r2r_setup_slack",unit="ns"} 15.44
chip_impl_metric{name="yosysWarningCount",unit=""} 2
[placed cells by master, fill, tap and decap left out, types with 13 or more instances in the layout]
cell type                         synthesis  final
sky130_fd_sc_hd__dfxtp_1                 29     29
sky130_fd_sc_hd__edfxtp_1               621    621
sky130_fd_sc_hd__buf_4                   11     28
sky130_fd_sc_hd__mux4_2                  80     80
sky130_fd_sc_hd__inv_1                   32     31
sky130_fd_sc_hd__a21oi_1                 38     36
sky130_fd_sc_hd__clkdlybuf4s50_1          0     16
sky130_fd_sc_hd__clkinv_2                 0     15
sky130_fd_sc_hd__xnor2_1                 32     32
sky130_fd_sc_hd__clkbuf_16                0     74
sky130_fd_sc_hd__clkinv_1                 2     14
sky130_fd_sc_hd__mux2i_1                 13     13
sky130_fd_sc_hd__nor2_1                  84     83
sky130_fd_sc_hd__nand3_1                 40     40
sky130_fd_sc_hd__nor3_1                  19     19
sky130_fd_sc_hd__mux2_2                 265    265
sky130_fd_sc_hd__and2_1                  16     16
sky130_fd_sc_hd__o21ai_0                 32     32
sky130_fd_sc_hd__nand2_1                111    111
sky130_fd_sc_hd__ha_1                    31     31
sky130_fd_sc_hd__xor2_1                  30     30
[layout make-up]
class | count | area (µm²) | area share, %
inverter | 34 | 135 | 0.422
clock buffer | 90 | 1950 | 6.09
timing repair buffer | 46 | 410 | 1.28
sequential | 650 | 19200 | 60.0
tap | 940 | 1180 | 3.67
clock inverter | 41 | 455 | 1.42
multi-input combinational | 964 | 8680 | 27.1
[state kept, by name, summed over array words and instances, names as in the netlist, 8 cells and up]
signal,flops
dataToSend,21
currentByteNum,8
bitsToSend,9
dataIn,256
dataInBuffer,256
counter,33
chosenByte,8
currentByteOut,8
readAddress,21
[cell usage after synthesis, types with 4 or more instances]
master                      instances  area share (%)
sky130_fd_sc_hd__edfxtp_1         621              66
sky130_fd_sc_hd__mux2_2           265              10
sky130_fd_sc_hd__nand2_1          111             1.5
sky130_fd_sc_hd__nor2_1            84             1.1
sky130_fd_sc_hd__mux4_2            80             6.3
sky130_fd_sc_hd__clkbuf_1          51            0.67
sky130_fd_sc_hd__nand3_1           40            0.70
sky130_fd_sc_hd__a21oi_1           38            0.67
sky130_fd_sc_hd__inv_1             32            0.42
sky130_fd_sc_hd__o21ai_0           32            0.56
sky130_fd_sc_hd__xnor2_1           32            0.99
sky130_fd_sc_hd__ha_1              31             1.4
sky130_fd_sc_hd__xor2_1            30            0.92
sky130_fd_sc_hd__dfxtp_1           29             2.0
sky130_fd_sc_hd__nor3_1            19            0.33
sky130_fd_sc_hd__and2_1            16            0.35
sky130_fd_sc_hd__mux2i_1           13            0.46
sky130_fd_sc_hd__a22o_1            12            0.37
sky130_fd_sc_hd__and3_1            12            0.26
sky130_fd_sc_hd__nand4_1           12            0.26
sky130_fd_sc_hd__buf_2             11            0.19
sky130_fd_sc_hd__buf_4             11            0.29
sky130_fd_sc_hd__buf_1              9            0.12
sky130_fd_sc_hd__nor2_2             9            0.20
sky130_fd_sc_hd__nor2b_1            9            0.20
sky130_fd_sc_hd__nand2b_1           8            0.18
sky130_fd_sc_hd__and4_1             7            0.22
sky130_fd_sc_hd__nor4_1             7            0.15
sky130_fd_sc_hd__o31ai_1            7            0.18
sky130_fd_sc_hd__a21o_1             6            0.16
sky130_fd_sc_hd__o2bb2ai_1          6            0.18
sky130_fd_sc_hd__or3_1              6            0.13
sky130_fd_sc_hd__a31oi_1            5            0.11
sky130_fd_sc_hd__o211ai_1           5            0.13
sky130_fd_sc_hd__buf_6              4            0.16
sky130_fd_sc_hd__o22ai_1            4           0.088
[power by group through the flow]
stage	Clock [mW]	Sequential [mW]	Combinational (mW)
CTS	1.42	1.53	0.0701
global route	1.47	1.53	0.0766
finish	1.38	1.53	0.0690
[kinds of logic (layout without fill, tap and decap cells)]
logic type	after synthesis	after routing	synth area share, %
flops	650	650	67.6
simple gates	359	359	6.17
xor+xnor	62	62	1.91
buf+inv	120	211	1.88
mux	358	358	17.3
fa+ha+maj	33	33	1.47
other cells	1	1	0.0132
compound gates	151	151	3.64
[stage by stage]
step	cells	power (mW)	worst slack (ns)	area (µm²)	hold slack [ns]
after global routing	2765	3.07	12.99	32000	0.447
final	2765	2.98	13.15	32000	0.437
after floorplan	1734	1.61	6.37	28400	0.400
after CTS	2765	3.01	13.16	32000	0.437
after global placement	2634	1.63	12.54	29600	0.426
after detailed placement	2634	1.63	12.52	29600	0.427
[path summary, 6_finish.rpt]
kind                                   startpoint               end
worst min-delay path                   dataIn[14]  dataInBuffer[14]
worst max-delay path                         btn1   readAddress[21]
worst min register to register         dataIn[14]  dataInBuffer[14]
worst max register to register  currentByteNum[0]       dataIn[213]
[per-layer routing]
metal | vias to the layer above | wire length [µm] | global-route usage (%)
li1 | 6844 | - | -
met1 | 7350 | 23500 | 25.7
met4 | 4 | 1180 | 3.18
met3 | 84 | 6570 | 8.97
met2 | 535 | 26200 | 25.5
met5 | - | 93 | 0.811
[critical path, cell delays in order]
cell                              delay [ns]
sky130_fd_sc_hd__clkdlybuf4s50_1        0.47
sky130_fd_sc_hd__buf_4                  0.32
sky130_fd_sc_hd__inv_1                  0.14
sky130_fd_sc_hd__fa_1                   0.47
sky130_fd_sc_hd__a21oi_1                0.23
sky130_fd_sc_hd__o211a_1                0.24
sky130_fd_sc_hd__nor3_2                 0.07
sky130_fd_sc_hd__o31ai_1                0.38
sky130_fd_sc_hd__o21ai_0                0.15
sky130_fd_sc_hd__xor2_1                 0.16
Power is estimated from default activity; no workload was simulated.
