==> ./design.v <==
`default_nettype none
module sharedMemory
(
    input clk,
    input [7:0] address,
    input readWrite,
    output reg [31:0] dataOut = 0,
    input [31:0] dataIn,
    input enabled
);
  reg [31:0] storage [255:0];
  integer i;
  initial begin
    for (i = 0; i < 256; i = i + 1) begin
      storage[i] = 0;
    end
  end
  always @(posedge clk) begin
    if (enabled) begin
      if (readWrite) begin
        dataOut <= storage[address];
      end
      else begin
        storage[address] <= dataIn;
      end
    end
  end
endmodule
==> ./run.sh <==
#!/bin/bash
# OpenROAD 26Q1-2900-gdf79404cd8, Yosys 0.63+post, stock flow scripts
make -C /OpenROAD-flow-scripts/flow DESIGN_CONFIG=/design/flow/config.mk WORK_HOME=/design/flow/orfs finish
==> ./config.mk <==
export PLATFORM = sky130hd
export DESIGN_NAME = sharedMemory
export DESIGN_NICKNAME = sharedMemory
export VERILOG_FILES = /design/flow/design.v
export SDC_FILE = /design/flow/constraint.sdc
export NUM_CORES = 4
export LEC_CHECK = 1
export CORE_UTILIZATION = 40
export SYNTH_MEMORY_MAX_BITS = 65536
==> ./constraint.sdc <==
current_design sharedMemory

set clk_period 42.6
set clk_io_pct 0.2

create_clock -name clk0 -period $clk_period [get_ports {clk}]

set non_clock_inputs [all_inputs -no_clocks]
set_input_delay [expr $clk_period * $clk_io_pct] -clock clk0 $non_clock_inputs
set_output_delay [expr $clk_period * $clk_io_pct] -clock clk0 [all_outputs]
==> summary.txt <==
impl run done, here's what came out: combinational share of power 4.7%, drt first pass iters 5, CP max-delay cell sky130_fd_sc_hd__o41ai_1, RSZ-0062 raised after global routing false, highest clock frequency the design can meet 0.0670 GHz, number of non-filler instances in the completed layout 24,900, Critical Path Start Type primary input, via count of the first global-routing pass 162,000, post-CTS setup buffer count 0, endpoints failing setup 0, share of post-route cells with drive strength above 1 29.8%, average wire per standard cell 35.7 um, maximum count of clock buffers along a single path 4, number of warnings issued by yosys 1, most instantiated logic cell after routing sky130_fd_sc_hd__edfxtp_1, violation count after the first detailed-routing iteration 10,100, Setup crit end kind flop, crit-path most repeated cell sky130_fd_sc_hd__buf_4, per-instance average area after synthesis 23.7 um^2, area of the core 770,000 um^2, first-pass GRT wire length 1,240,000 um, clock input transition at the sequential cells of the worst setup and hold paths 60 ps, maximum capacitance violations 0, Distinct cells, synth 20, peak per-stage delay on the critical path 780 ps, maximum vdd ir drop 0.0492 mV, starting utilization of the core area 40.2%, antenna violations before repair 48, WP buf/inv 10, Post-synth seq share 79.9%, Post-Synthesis Cells 13,100, worst setup path category in2reg, clock tree from TritonCTS yes, global placement routability congestion 0.882, height of the die 881 um, GR Overflow Total 0, worst hold path type reg2reg, internal power contribution 12.9 mW, number of sinks on the clock net 8,224, net switching power 3.56 mW, worst-margin pin slew 1350 ps, max-slew violation total from the final report 0, number of buffers added to fix hold violations after cts 0, number of clock buffers inserted by TritonCTS 814, vias after detailed routing 146,000, most frequent logic cells in the routed design sky130_fd_sc_hd__edfxtp_1, sky130_fd_sc_hd__mux4_2, sky130_fd_sc_hd__a22oi_1, via/cell ratio 5.84, antenna-violating nets left 0, worst clock skew 65.8 ps, flop and latch count out of synthesis 8,224, Cells after DPL 23,400, post-synthesis cell count from yosys 13,100, family with the most delay on the worst path buffers and inverters, CTS H-Tree Depth 6, shortest clock period the worst path allows after layout 14,920 ps, largest net degree at the start of global routing 98, io pins 75, critical path cell sequence buf_16 -> buf_4 -> buf_4 -> buf_4 -> buf_4 -> buf_4 -> buf_4 -> buf_4 -> buf_4 -> mux4_2 -> a22oi_1 -> a21oi_1 -> o41ai_1 -> buf_4 -> nand4_1, Row Count 322, critical path peak fanout 65, sequential share of power 54.2%, number of warning messages in the logs 26, clock network fraction of design power 41.1%, worst slew margin relative to its limit 10.1%, setup slack on the worst flop-to-flop path 38,940 ps, HPWL Detailed 511,000 um, number of port buffers 74, proportion of total power due to net switching 21.6%, power density relative to cell area 46.5 nW/um^2, number of remaining DRC errors 0, YS chip area 309,000 um^2, post-route fraction of the period consumed by the critical path 35.0%, Cell Area, Synth 309,000 um^2, run status completed, clock insertion delay at the later pin of the skew report 1170 ps, overall power 16.5 mW, final hold viol count 0, die x size 881 um, Total Routed Length 890,000 um, synthesis-to-layout area growth 14.6%, total global-route track usage 25.5%, WP data required 43,500 ps, post-CTS sizing 0, CTS Root Cell sky130_fd_sc_hd__clkbuf_16, DIE AREA 777,000 um^2, arrival time worst endpoint 15,820 ps, cell leakage power 108 nW, Setup TNS Final 0 ps
==> logic make-up after synthesis <==
family,count (synthesis),synth area share (%)
AND-OR/OR-AND,1664,3.68
buffers and inverters,788,1.09
flip-flops,8224,79.9
multiplexers,2048,14.9
AND/OR/NAND/NOR,343,0.457
==> area by class of cell <==
type | instances | area, um^2
Fill cell | 61800 | 415000
Timing Repair Buffer | 928 | 7600
Clock inverter | 441 | 3550
Tap cell | 10200 | 12800
Multi-Input combinational cell | 4055 | 62000
Sequential cell | 8224 | 247000
Antenna cell | 34 | 85.1
Clock buffer | 1023 | 21300
==> registers in the layout, indices dropped and copies added, names as in the netlist <==
signal / count
storage: 8192
dataOut: 32
==> worst reg2reg max path, stage by stage (launching register included) <==
cell	delay, ps
sky130_fd_sc_hd__edfxtp_1	350
sky130_fd_sc_hd__mux4_2	480
sky130_fd_sc_hd__a22oi_1	610
sky130_fd_sc_hd__a21oi_1	500
sky130_fd_sc_hd__o41ai_2	1240
sky130_fd_sc_hd__nand4_1	170
==> Yosys cell counts <==
library cell	number	area, um^2
sky130_fd_sc_hd__edfxtp_1	8224	247000
sky130_fd_sc_hd__a21oi_1	512	2560
sky130_fd_sc_hd__nand2b_1	2	12.5
sky130_fd_sc_hd__and3b_1	1	8.76
sky130_fd_sc_hd__a22oi_1	1024	7690
sky130_fd_sc_hd__buf_2	186	931
sky130_fd_sc_hd__and2_1	4	25.0
sky130_fd_sc_hd__o41ai_1	128	1120
sky130_fd_sc_hd__buf_1	73	274
sky130_fd_sc_hd__mux4_2	2048	46100
sky130_fd_sc_hd__or2_2	1	6.26
sky130_fd_sc_hd__nand4_1	32	200
sky130_fd_sc_hd__nor3b_1	1	7.51
sky130_fd_sc_hd__and3_1	1	6.26
sky130_fd_sc_hd__nor2_1	260	976
sky130_fd_sc_hd__nand2_1	34	128
sky130_fd_sc_hd__clkbuf_1	491	1840
sky130_fd_sc_hd__buf_6	9	101
sky130_fd_sc_hd__nor2b_1	7	43.8
sky130_fd_sc_hd__buf_4	29	218
==> final timing paths <==
check | startpoint | to | cells after the start
setup reg to reg | storage[59][30]$_DFFE_PP_ | dataOut[30]$_DFFE_PP_ | 5
hold reg to reg | storage[19][20]$_DFFE_PP_ | dataOut[20]$_DFFE_PP_ | 5
setup / recovery | address[0] | dataOut[9]$_DFFE_PP_ | 15
hold / removal | storage[19][20]$_DFFE_PP_ | dataOut[20]$_DFFE_PP_ | 5
==> metrics by stage <==
step           hold WS [ps]  worst slack [ps]  utilization (%)  cell area (um^2)
2_1_floorplan           896             30810                -            309000
3_3_place_gp           1050             25870             42.8            329000
3_5_place_dp           1040             26170             42.8            329000
6_report               1030             27680             46.0            354000
4_1_cts                1040             27430             46.0            354000
5_1_grt                1120             26830             46.0            354000
==> routing by layer <==
| layer | GRT usage, % | vias up | wire length, um |
|---|---|---|---|
| li1 | - | 58900 | - |
| met1 | 27.0 | 74000 | 248000 |
| met2 | 35.2 | 11000 | 402000 |
| met3 | 24.0 | 1578 | 191000 |
| met5 | 1.38 | - | 1630 |
| met4 | 9.93 | 67 | 47100 |
==> power by group through the flow <==
| stage | Combinational (mW) | Clock [mW] | Sequential, mW |
|---|---|---|---|
| final | 0.781 | 6.76 | 8.92 |
| after CTS | 0.786 | 6.86 | 8.92 |
| after global routing | 0.832 | 7.16 | 8.92 |
Power is estimated from default activity; no workload was simulated.
